### design/flow/run.sh
#!/bin/bash
# OpenROAD 26Q1-2900-gdf79404cd8, Yosys 0.63+post, stock flow scripts
make -C /OpenROAD-flow-scripts/flow DESIGN_CONFIG=/design/flow/config.mk WORK_HOME=/design/flow/orfs finish
### design/flow/constraint.sdc
current_design Modified_ALU_Nbit

set clk_period 3.8
set clk_io_pct 0.2

create_clock -name clk0 -period $clk_period

set non_clock_inputs [all_inputs -no_clocks]
set_input_delay [expr $clk_period * $clk_io_pct] -clock clk0 $non_clock_inputs
set_output_delay [expr $clk_period * $clk_io_pct] -clock clk0 [all_outputs]
### design/flow/design.v
module Combinational_Shifter
	#(parameter N = 4)
(
	input wire [(N-1):0] A, B,
	input wire CB_in,
	input wire [2:0] mode,
	output reg [(N-1):0] res,
	output reg CB_out
);
	always@(*)
	begin
		if(mode==3'b000)
			begin res = A << 1; end
		else if(mode==3'b001)
			begin res = {A[N-2:0], 1'b1}; end
		else if(mode==3'b010)
			begin res = A >> 1; end
		else if(mode==3'b011)
			begin res = {1'b1, A[N-1:1]}; end
		else if(mode==3'b100)
			begin res = A <<< 1; end
		else if(mode==3'b101)
			begin res = A >>> 1; end
		else if(mode==3'b110)
			begin res = {A[N-2:0], A[N-1]}; end
		else if(mode==3'b111)
			begin res = {A[0], A[N-1:1]};  end
		else
			begin 
				res = 1'd1;
				CB_out = 1'b0;
			end
	end
endmodule
module Modified_ALU_Nbit
	#(parameter N = 4)
(
	input  [N-1:0] 	A,B,
	input 				CB_in,
	input  [N-1:0] 	Mode,
	output [N-1:0]		Result,
	output 				CB_out
);
	wire 				n1, n2;
	wire [N-1:0]	w1, w2;
	Original_ALU				#(N)	A1 (.A(A), .B(B), .CB_in(CB_in), .mode(Mode[2:0]), .res(w1), .CB_out(n1));
	Combinational_Shifter	#(N) 	S1 (.A(A), .B(B), .CB_in(CB_in), .mode(Mode[2:0]), .res(w2), .CB_out(n2));
	Select_Mode							S2 (.w1(w1), .w2(w2), .n1(n1), .n2(n2), .Case(Mode[3]), .res(Result), .CB_out(CB_out));
endmodule
module Original_ALU
	#(parameter N = 4)
(
	input wire [(N-1):0] A, B,
	input wire CB_in,
	input wire [2:0] mode,
	output reg [(N-1):0] res,
	output reg CB_out
);
	always@(*)
	begin
		if(mode==3'b000)
			{CB_out, res} = A + B + CB_in;
		else if(mode==3'b001)
			{CB_out, res} = (A + CB_in) - B;
		else if(mode==3'b010)
			res = A&B;
		else if(mode==3'b011)
			res = A|B;
		else if(mode==3'b100)
			res = A^B;
		else if(mode==3'b101)
			res = ~A;
		else if(mode==3'b110)
			res = A + 1'b1;
		else
			res = A - 1'b1;	
	end
endmodule
module Select_Mode 
	#(parameter N = 4)	
(
	input wire [N-1:0] 	w1,w2,
	input wire				CB_in, Case, n1, n2,
	output reg [N-1:0]	res,
	output reg				CB_out
);
	always @(*) 
		begin
			case(Case)
				1'b0: 	begin res = w1; CB_out = n1; end
				default: begin res = w2; CB_out = n2; end
			endcase
		end
endmodule 
### design/flow/config.mk
export PLATFORM = sky130hd
export DESIGN_NAME = Modified_ALU_Nbit
export DESIGN_NICKNAME = Modified_ALU_Nbit
export VERILOG_FILES = /design/flow/design.v
export SDC_FILE = /design/flow/constraint.sdc
export NUM_CORES = 4
export LEC_CHECK = 1
export CORE_AREA = 10 10 93 93
export DIE_AREA = 0 0 103 103
==> Implementation_results.wiki <==
=== Physical design figures ===
{| class="wikitable"
! Metric !! Value
|-
| Outcome || completed
|-
| Area taken by multi-input logic gates || 911 um2
|-
| Max-slew violation total from the final report || 0
|-
| Synth area leader || sky130_fd_sc_hd__ha_1
|-
| Element type at the critical path end || primary output
|-
| Post-route total power || between 0.15 and 0.2 mW
|-
| Leftover overflow at the end of global routing || 0
|-
| Number of register pins that no clock reaches || 1
|-
| Cells after Synth || roughly 140
|-
| Vertical extent of the die || roughly 100 um
|-
| Starting DRT DRC Count || approximately 50
|-
| Pin count of the biggest net entering global routing || 15
|-
| Max FFs per register || 1
|-
| Top cells by area || sky130_fd_sc_hd__ha_1 (22%), sky130_fd_sc_hd__fa_1 (8.0%), sky130_fd_sc_hd__inv_1 (7.8%)
|-
| Kind of critical path || in -> out
|-
| Wirelength, routed || approximately 2700 um
|-
| Ratio of total power to cell area || ~130 nW/um2
|-
| Min Tclk post-route || roughly 3.7 ns
|-
| Via count of the first global-routing pass || 988
|-
| Tightest Pin Transition || approximately 0.32 ns
|-
| Hold Vio Cnt, Final || 0
|-
| Number of I/O pins || 18
|-
| Routability Congestion || between 0.8 and 0.9
|-
| Standard-cell row count || 30
|-
| First-pass GRT wire length || ~4700 um
|-
| Chip area line of the yosys report || between 1000 and 1500 um2
|-
| Number of warnings in the stage logs || between 40 and 50
|-
| Number of unconstrained endpoints || 1
|-
| Floorplan die width || roughly 100 um
|-
| Count of hold-fix buffers inserted at cts || 0
|-
| Initial antenna violation count || 0
|-
| Fill cell count || 751
|-
| Detailed-router iteration count before antenna repair || 4
|-
| Post-DP HPWL || 2280 um
|-
| GRT Resource Usage Total || 0.0527
|-
| Routed via count || 1,019
|-
| Core area || approximately 6800 um2
|-
| CP max FO || 3
|-
| Sum Neg Setup Slack || 0 ns
|-
| Netlist area before placement || approximately 1000 um2
|-
| Input/output buffers || 18
|-
| Worst Path Required || roughly 3 ns
|-
| Number of distinct library cells after synthesis || 38
|-
| Average footprint of a synthesized cell || 7.40 um2
|-
| Share of the core filled by cells before placement || 0.149
|-
| Highest ir drop seen on vdd || ~0.043 mV
|-
| Final-report setup violation count || 0
|-
| Unrepaired setup endpoints after global routing || true
|-
| Crit start category || input pin
|-
| Leakage dissipation || between 0.7 and 0.8 nW
|-
| Post-layout period usage || 0.974
|-
| Flip-flop and latch area || about 15 um2
|-
| Area share of the largest cell type after synthesis || 0.224
|-
| Antenna Violating Nets Remaining || 0
|-
| Rel. slew slack || 0.782
|-
| Vias per inst || ~4
|-
| Fraction of final layout cells with drive strength greater than 1 || 0.276
|-
| Drt drc || 0
|-
| Routed wirelength normalized by instance count || 10.6 um
|-
| Max-capacitance violation count || 0
|-
| Overall chip area || roughly 11,000 um2
|-
| Arrival time at the worst endpoint || a little under 3 ns
|-
| Cell total in the yosys stat output || between 100 and 150
|-
| Yosys warns || 3
|-
| Min-delay worst type || in -> out
|-
| Synthesized registers || 1
|-
| Area growth from synthesis to layout || 46.9%
|-
| Count of inserted antenna diode cells || 0
|-
| Max frequency || approximately 270 MHz
|}
[stage by stage]
step / hold slack (ns) / cell area (um2) / utilization / instances / worst slack (ns)
after detailed placement: 2.54 / 1400 / 0.207 / 250 / -0.558
after global placement: 2.53 / 1400 / 0.207 / 250 / -0.584
after CTS: 2.41 / 1440 / 0.212 / 252 / -0.00954
after floorplan: 1.68 / 1010 / - / 136 / 0.563
final: 2.17 / 1480 / 0.219 / 254 / 0.0970
after global routing: 2.27 / 1480 / 0.219 / 254 / -0.0515
[cells in the final DEF, fill, tap and decap left out, types with 2 or more instances in the layout]
cell type	instances
sky130_fd_sc_hd__inv_1	18
sky130_fd_sc_hd__ha_4	2
sky130_fd_sc_hd__dlygate4sd2_1	3
sky130_fd_sc_hd__nand3_1	4
sky130_fd_sc_hd__xor2_1	2
sky130_fd_sc_hd__o21ai_0	8
sky130_fd_sc_hd__a21oi_1	9
sky130_fd_sc_hd__clkdlybuf4s50_1	10
sky130_fd_sc_hd__or3_1	3
sky130_fd_sc_hd__nor3_1	2
sky130_fd_sc_hd__buf_4	26
sky130_fd_sc_hd__a221oi_1	2
sky130_fd_sc_hd__ha_1	15
sky130_fd_sc_hd__nor2b_1	2
sky130_fd_sc_hd__a21o_1	3
sky130_fd_sc_hd__buf_2	2
sky130_fd_sc_hd__nor2_1	9
sky130_fd_sc_hd__dlymetal6s2s_1	3
sky130_fd_sc_hd__nand2_1	12
sky130_fd_sc_hd__a21oi_2	2
sky130_fd_sc_hd__xnor2_1	3
sky130_fd_sc_hd__inv_2	4
sky130_fd_sc_hd__o21ai_1	2
sky130_fd_sc_hd__mux2i_1	4
sky130_fd_sc_hd__fa_2	3
sky130_fd_sc_hd__nand2b_1	2
[power by group]
group | leakage [nW] | switching, mW | total, mW | internal [mW]
clock | 0 | 0 | 0 | 0
combinational | 0.702 | 0.0865 | 0.187 | 0.101
sequential | 0.00823 | 0.000418 | 0.00293 | 0.00251
[cells in the mapped netlist]
| cell | number |
|---|---|
| sky130_fd_sc_hd__nor2_1 | 9 |
| sky130_fd_sc_hd__a311oi_1 | 1 |
| sky130_fd_sc_hd__a211oi_1 | 1 |
| sky130_fd_sc_hd__a221oi_1 | 2 |
| sky130_fd_sc_hd__inv_2 | 1 |
| sky130_fd_sc_hd__buf_6 | 3 |
| sky130_fd_sc_hd__o221a_4 | 1 |
| sky130_fd_sc_hd__nand2_1 | 13 |
| sky130_fd_sc_hd__mux2i_1 | 4 |
| sky130_fd_sc_hd__nand2b_1 | 2 |
| sky130_fd_sc_hd__clkbuf_2 | 1 |
| sky130_fd_sc_hd__ha_1 | 18 |
| sky130_fd_sc_hd__a21oi_1 | 11 |
| sky130_fd_sc_hd__a2bb2oi_1 | 1 |
| sky130_fd_sc_hd__or3_1 | 3 |
| sky130_fd_sc_hd__xnor2_1 | 3 |
| sky130_fd_sc_hd__a22o_1 | 1 |
| sky130_fd_sc_hd__clkbuf_1 | 1 |
| sky130_fd_sc_hd__a21boi_0 | 1 |
| sky130_fd_sc_hd__o22ai_1 | 1 |
| sky130_fd_sc_hd__and2b_1 | 1 |
| sky130_fd_sc_hd__a41oi_2 | 1 |
| sky130_fd_sc_hd__mux4_2 | 1 |
| sky130_fd_sc_hd__o221ai_1 | 1 |
| sky130_fd_sc_hd__xor2_1 | 2 |
| sky130_fd_sc_hd__inv_1 | 21 |
| sky130_fd_sc_hd__fa_1 | 4 |
| sky130_fd_sc_hd__o21ai_0 | 9 |
| sky130_fd_sc_hd__nand3_1 | 4 |
| sky130_fd_sc_hd__a21o_1 | 3 |
| sky130_fd_sc_hd__dlxtn_1 | 1 |
| sky130_fd_sc_hd__buf_4 | 1 |
| sky130_fd_sc_hd__a21oi_4 | 1 |
| sky130_fd_sc_hd__o211ai_2 | 1 |
| sky130_fd_sc_hd__o21ai_1 | 2 |
| sky130_fd_sc_hd__nor3_1 | 2 |
| sky130_fd_sc_hd__nor2b_1 | 2 |
| sky130_fd_sc_hd__mux2_2 | 1 |
[area by class of cell]
type | count | share of cell area
well taps | 80 | 0.0677
inverters | 22 | 0.0559
repair buffers | 44 | 0.250
flip-flops and latches | 1 | 0.0102
multi-input cells | 107 | 0.616
[path summary, 6_finish.rpt]
| check | start | slack [ns] | depth (start not counted) | end |
|---|---|---|---|---|
| worst max-delay path | A[0] | 0.1 | 10 | Result[2] |
| worst min-delay path | A[1] | 2.17 | 7 | Result[2] |
[worst max-delay path, stage by stage]
cell	delay, ns
sky130_fd_sc_hd__clkdlybuf4s50_1	0.50
sky130_fd_sc_hd__inv_1	0.09
sky130_fd_sc_hd__fa_2	0.39
sky130_fd_sc_hd__inv_1	0.08
sky130_fd_sc_hd__fa_2	0.20
sky130_fd_sc_hd__xor2_1	0.14
sky130_fd_sc_hd__a21oi_1	0.08
sky130_fd_sc_hd__mux4_2	0.46
sky130_fd_sc_hd__o21ai_2	0.14
sky130_fd_sc_hd__buf_2	0.11
[logic make-up after synthesis]
group / after synthesis / synth area share
adders and majority gates: 22 / 0.303
xor gates and xnor gates: 5 / 0.0435
latches: 1 / 0.0149
buffers and inverters: 28 / 0.132
AOI/OAI and AO/OA: 38 / 0.270
and+or+nand+nor: 36 / 0.163
muxes: 6 / 0.0734
[per-layer routing]
metal | track usage | vias to the layer above | wire, um
met5 | 0 | - | 0
met1 | 0.0738 | 465 | 1340
met3 | 0.00542 | 0 | 84
met2 | 0.0907 | 13 | 1280
met4 | 0 | 0 | 0
li1 | - | 541 | -
[timing repair]
item	4_1_cts	5_1_grt
buffers inserted	2	2
gates resized	18	9
endpoints found under the setup margin	3	4
pin swaps	8	7
No activity file was given, so power comes from the tool's default toggle rates.
