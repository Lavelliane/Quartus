--- config.mk ---
export PLATFORM = sky130hd
export DESIGN_NAME = Subtractor_4bit
export DESIGN_NICKNAME = Subtractor_4bit
export VERILOG_FILES = /design/flow/design.v
export SDC_FILE = /design/flow/constraint.sdc
export NUM_CORES = 4
export LEC_CHECK = 1
export CORE_AREA = 10 10 70 70
export DIE_AREA = 0 0 80 80
--- constraint.sdc ---
current_design Subtractor_4bit

set clk_period 5.1
set clk_io_pct 0.2

create_clock -name clk0 -period $clk_period

set non_clock_inputs [all_inputs -no_clocks]
set_input_delay [expr $clk_period * $clk_io_pct] -clock clk0 $non_clock_inputs
set_output_delay [expr $clk_period * $clk_io_pct] -clock clk0 [all_outputs]
--- design.v ---
module FullAdder(a, b, C_in, S, C_out);
	input a, b, C_in;
	output C_out, S;
	wire w1, w2, w3;
	HalfAdder 	H1(a, b, w1, w2); 
	HalfAdder 	H2(C_in, w2, w3, S);
	or 		 	G1(C_out, w1, w3);
endmodule
module HalfAdder (x, y, C, S);
	input 	x, y;
	output 	C, S;
	xor		X1 (S, x, y);
	and 		A1 (C, x, y);
endmodule 
module Subtractor_4bit(a, b, C_in, d, B_out);
	input [3:0] a, b;
	input C_in;
	output B_out;
	output [3:0] d;
	wire w0, w1, w2, x0;
	FullAdder F1(a[0], ~b[0], C_in, d[0], w0);
	FullAdder F2(a[1], ~b[1], w0, d[1], w1);
	FullAdder F3(a[2], ~b[2], w1, d[2], w2);
	FullAdder F4(a[3], ~b[3], w2, d[3], B_out);
endmodule
--- run.sh ---
#!/bin/bash
# OpenROAD 26Q1-2900-gdf79404cd8, Yosys 0.63+post, stock flow scripts
make -C /OpenROAD-flow-scripts/flow DESIGN_CONFIG=/design/flow/config.mk WORK_HOME=/design/flow/orfs finish
==> Slide: Implementation Results <==
Key Metrics from the Run

Detailed routing
  – Iteration tally of the first detailed-router pass: 2
  – Remaining design rule violation count: 0
  – Initial detailed-routing violation count: 2
  – Routed wire length per instance: 7.32 µm
  – Antenna violation net count after detailed routing: 0
  – Length of routed met2 wiring: 235 µm
  – Count of vias placed by the detailed router: 116
  – Met3 routed wirelength: 120 µm
  – ANT cells: 0
  – Met1 WL: 170 µm
  – Routed via count divided by cell count: 1.61
  – Highest metal used: met3
  – Total detailed-routing wirelength: 527 µm

STA
  – Pins over their slew limit: 0
  – Number of endpoints with negative hold slack in the final report: 0
  – F_max: ~0.23 GHz
  – Minimum clock period after layout: 4.44 ns
  – Final Cycle Share: 0.871
  – Slew at the pin with the worst max-slew slack: 0.0987 ns
  – Setup total negative slack: 0 ns
  – Setup violations, final: 0
  – Max transition margin: 0.934
  – RSZ-0062 raised after global routing: false

Logic synthesis
  – Instance count of the mapped netlist: 16
  – Fraction of post-synthesis cell area in the top cell type by area: 0.571
  – Share of synthesized area occupied by flip-flops and latches: 0
  – Cell Area, Synth: ~140 µm²
  – Cell total in the yosys stat output: 16
  – Unique cell types: 3
  – Average footprint of a synthesized cell: just under 9 µm²
  – Count of yosys warnings during synthesis: 0
  – Biggest area consumer among synthesized cells: sky130_fd_sc_hd__fa_1
  – Chip area from the yosys synthesis statistics: 140 µm²
  – Leading post-synthesis cells by cell area: sky130_fd_sc_hd__fa_1 (57%), sky130_fd_sc_hd__buf_4 (21%), sky130_fd_sc_hd__inv_1 (21%)

Final layout
  – Most numerous logic cell after layout: sky130_fd_sc_hd__clkdlybuf4s50_1
  – Final instance area: approximately 310 µm²
  – Combined flip-flop and latch cell area: 0 µm²
  – Final design utilization: 0.0901
  – MI comb area: about 80 µm²
  – Synth-to-Final Area Change: 120%
  – Fin cells: 72
  – Highest-count cells in the layout ignoring fill and taps: sky130_fd_sc_hd__clkdlybuf4s50_1 (14), sky130_fd_sc_hd__inv_1 (8), sky130_fd_sc_hd__fa_1 (4)
  – Fill cell total of the finished layout: between 400 and 500
  – Number of clock buffers in the layout: 0
  – Number of flip-flops and latches: 0
  – Fraction of final layout cells with drive strength greater than 1: 0

Die
  – Effective utilization at floorplan: 0.0410
  – Boundary pin count: 14
  – Chip Width: approximately 80 µm
  – Y dimension of the die: 80 µm
  – Standard-cell rows: 21
  – Area enclosed by the die boundary: ~6400 µm²
  – Core box area: 3420 µm²

Job
  – Max cap viols: 0
  – Tool Warnings: 32

Placement
  – Half-perimeter wire length after placement: 535 µm
  – RD Place Congestion: 0.665
  – Area after detailed placement: roughly 310 µm²
  – Post-placement cell count: 72
  – Buffers on Ports: 14

GRT
  – Pin count of the biggest net entering global routing: 2
  – Total global-route track usage: 0.0155
  – Final global-route overflow total: 0
  – Antenna violations before repair: 0
  – Vias in the first global route: 134
  – Global-route wire length before repair: 752 µm

Critical path
  – Worst-path maximum fanout: 1
  – CP arrival: 3.42 ns
  – Element type at the critical path end: output pin
  – Crit path launch type: input port
  – Critical Setup Path Class: in -> out
  – Endpoint required time on the critical path: a little over 4 ns

Power
  – Power per cell area: 90.5 nW/µm²
  – Post-layout power: 27.9 µW
  – Maximum VDD drop: 0.0131 mV
  – Static leakage: 0.000127 µW

Hold path
  – Hold crit path type: in -> out

Run status
  – Result of the run: complete, no violations

Clock tree
  – Number of buffers added for setup after CTS: 0
  – Quantity of hold-fixing buffers added after cts: 0
  – Count of cells resized by post-cts repair: 0
Yosys cell counts, drive strengths merged:
cell type	number
fa	4
inv	8
buf	4
layout make-up:
class              count  area share
inverters              8      0.0976
multi-input cells      4       0.260
well taps             46       0.187
repair buffers        14       0.455
where the power goes:
| group | leakage, µW | internal, µW | switching (µW) | total (µW) |
|---|---|---|---|---|
| clock | 0 | 0 | 0 | 0 |
| sequential | 0 | 0 | 0 | 0 |
| combinational | 0.000127 | 20.3 | 7.57 | 27.9 |
| total | 0.000127 | 20.3 | 7.57 | 27.9 |
per-stage QoR:
stage	worst slack, ns	hold WS (ns)
CTS	0.641	3.10
floorplan	1.49	2.15
finish	0.659	3.09
global placement	0.661	3.10
detailed placement	0.641	3.10
global route	0.545	3.15
logic make-up after synthesis:
| logic type | after synthesis | share of synthesized area |
|---|---|---|
| buffers and inverters | 12 | 0.429 |
| adders and majority gates | 4 | 0.571 |
critical path: stages:
cell and delay (ns):
sky130_fd_sc_hd__clkdlybuf4s50_1 0.46, sky130_fd_sc_hd__inv_1 0.05, sky130_fd_sc_hd__fa_1 0.43, sky130_fd_sc_hd__fa_1 0.36, sky130_fd_sc_hd__inv_1 0.07, sky130_fd_sc_hd__fa_1 0.17, sky130_fd_sc_hd__fa_1 0.42, sky130_fd_sc_hd__clkdlybuf4s50_1 0.43
path summary, 6_finish.rpt:
path / start / end / slack (ns) / cells after the start
max: a[0] / d[3] / 0.66 / 8
min: C_in / d[0] / 3.09 / 5
routing by layer:
layer | GRT usage | vias up
li1 | - | 56
met1 | 0.0153 | 52
met2 | 0.0249 | 8
met3 | 0.0148 | 0
met4 | 0 | 0
met5 | 0 | -
Power is estimated from default activity; no workload was simulated.
