[flow/config.mk]
export PLATFORM = sky130hd
export DESIGN_NAME = FourBitAdder
export DESIGN_NICKNAME = FourBitAdder
export VERILOG_FILES = /design/flow/design.v
export SDC_FILE = /design/flow/constraint.sdc
export NUM_CORES = 4
export LEC_CHECK = 1
export CORE_AREA = 10 10 70 70
export DIE_AREA = 0 0 80 80
[flow/constraint.sdc]
current_design FourBitAdder

set clk_period 2.6
set clk_io_pct 0.2

create_clock -name clk0 -period $clk_period

set non_clock_inputs [all_inputs -no_clocks]
set_input_delay [expr $clk_period * $clk_io_pct] -clock clk0 $non_clock_inputs
set_output_delay [expr $clk_period * $clk_io_pct] -clock clk0 [all_outputs]
[flow/design.v]
module FourBitAdder(a, b, C_in, C_out, S);
	input  [3:0] a,b;
	input C_in;
	output [3:0] S;
	output C_out;
	wire c1, c2, c3;
	FullAdder F1(a[0], b[0], C_in, c1, S[0]);
	FullAdder F2(a[1], b[1], c1, c2, S[1]);
	FullAdder F3(a[2], b[2], c2, c3, S[2]);
	FullAdder F4(a[3], b[3], c3, C_out, S[3]);
endmodule
module FullAdder(a, b, C_in, S, C_out);
	input a, b, C_in;
	output C_out, S;
	wire w1, w2, w3;
	HalfAdder 	H1(a, b, w1, w2); 
	HalfAdder 	H2(C_in, w2, w3, S);
	or 		 	G1(C_out, w1, w3);
endmodule
module HalfAdder (x, y, C, S);
	input 	x, y;
	output 	C, S;
	xor		X1 (S, x, y);
	and 		A1 (C, x, y);
endmodule 
[flow/run.sh]
#!/bin/bash
# OpenROAD 26Q1-2900-gdf79404cd8, Yosys 0.63+post, stock flow scripts
make -C /OpenROAD-flow-scripts/flow DESIGN_CONFIG=/design/flow/config.mk WORK_HOME=/design/flow/orfs finish
==> run_results.csv <==
group,metric,value,unit
power_and_ir_drop,powerDensity,263,mW/mm^2
cells_and_area,stdcell_count,72,
cells_and_area,ff_count,0,
synth,yosys_area,140,um^2
outcome,status,"complete, but fails checks",
placement,place_congestion,0.576,
drt,wirelength,520,um
placement,hpwlAfterDp,519,um
global_route,grt_pass1_vias,141,
power_and_ir_drop,power.total,0.0792,mW
critical_path,slowest_delay,0.54,ns
global_route,grt_usage,1.65,%
final_timing,finalCritPeriodShare,126,%
global_route,grt_max_degree,2,
final_timing,hold_viol,0,
power_and_ir_drop,swShare,35.9,%
final_timing,post-route-min-period,3.28,ns
drt,antenna_cells,0,
cells_and_area,fin_util,8.83,%
synth,most_common_cell,"inv_1",
drt,postRouteAntennaNets,0,
power_and_ir_drop,comb_power_share,100.0,%
floorplan,fp-row-count,21,
final_timing,worst_slack,-0.677,ns
global_route,antenna_found_initial,0,
global_route,overflow,0,
power_and_ir_drop,p_seq_share,0,%
outcome,violations,"negative setup slack",
placement,portBuffers,14,
power_and_ir_drop,ir_worst_vdd,0.0000389,V
synth,synthCells,16,
final_timing,max_clock_freq,305,MHz
synth,synthTopCellsByArea,"fa_1 (57%), buf_4 (21%), inv_1 (21%)",
run,drv_cap,0,
critical_path,endpoint_kind,"output pin",
critical_path,crit_type,"in2out",
floorplan,chip_area,0.00640,mm^2
critical_path,cp_max_fo,1,
power_and_ir_drop,p_sw,0.0284,mW
synth,top_area_cell,"fa_1",
final_timing,tightest_slew,0.0977,ns
critical_path,setup.worst_path.start,"a[0]",
global_route,grt_pass1_wl,814,um
clock_network,postCtsSetupBuffers,0,
cells_and_area,nClkBuffers,0,
synth,ys_types,3,
power_and_ir_drop,p_leak,0.127,nW
floorplan,ios,14,
synth,yosysWarnings,0,
min_path,hp-start,"b[0]",
floorplan,fp_util,4.10,%
drt,viasPerCell,1.60,
drt,detail_route.iter0.violations,1,
final_timing,setup_viol,3,
cells_and_area,drive_gt1_share,46.2,%
critical_path,path_buffers,4,
drt,num_vias,115,
synth,synthDominantCellAreaShare,57.1,%
synth,synth_seq_share,0,%
min_path,hold_class,"in2out",
critical_path,crit_family,"adder cells",
synth,syn-cell-area,140,um^2
cells_and_area,comb_area,85.1,um^2
cells_and_area,seq_area,0,um^2
critical_path,crit_required,2.08,ns
clock_network,cts_hold_buf,0,
critical_path,worstPathArrival,2.76,ns
drt,drc,0,
power_and_ir_drop,internal-power,0.0508,mW
final_timing,slew_viol_final,0,
synth,ys_cells,16,
final_timing,slew_headroom,93.5,%
critical_path,cpMaxStageDelayCell,"fa_1",
synth,syn_avg_cell_area,8.76,um^2
floorplan,fp.dieW,80,um
floorplan,core-area,0.00342,mm^2
final_timing,rsz0062_at_grt,"yes",
synth,common_cells,"inv_1 (8), buf_4 (4), fa_1 (4)",
placement,dp.cells,72,
run,warnings,35,
floorplan,die_y,80,um
critical_path,crit_path_start_kind,"primary input",
power_and_ir_drop,clkPwrFrac,0,%
placement,dp_slack,-1.40,ns
critical_path,crit_chain,"buf_6, fa_1, fa_1, inv_2, fa_2, fa_2, inv_2, buf_6",
drt,firstDrtPassIters,2,
drt,avgRoutedWirePerCell,7.22,um
cells_and_area,fillers,406,
cells_and_area,syn2layout_area_growth,115,%
[kinds of logic (layout without fill, tap and decap cells)]
| logic type | count (synthesis) | in the layout | share of synthesized area (%) |
|---|---|---|---|
| buffers and inverters | 12 | 22 | 42.9 |
| adder cells (fa/ha/maj) | 4 | 4 | 57.1 |
[final cells by class]
| type | count | area share, % |
|---|---|---|
| Timing Repair Buffer | 14 | 42.7 |
| Multi-Input combinational cell | 4 | 28.2 |
| Tap cell | 46 | 19.1 |
| Inverter | 8 | 9.96 |
[cells in the final DEF (no fill, tap or decap)]
master	synthesis	final
inv_2	0	4
clkdlybuf4s50_1	0	8
buf_2	0	3
fa_1	4	2
buf_6	0	3
fa_2	0	2
inv_1	8	4
[tightest hold or removal path, stage by stage]
cell and delay, ns:
buf_6 0.07, fa_1 0.15, clkdlybuf4s50_1 0.48
[per-layer routing]
layer | vias up | track usage [%] | wire, um | share of wire [%]
met3 | 0 | 0.114 | 24 | 4.6
met5 | - | 0 | 0 | 0
met1 | 52 | 2.14 | 212 | 41
met2 | 7 | 3.05 | 283 | 54
met4 | 0 | 0 | 0 | 0
li1 | 56 | - | - | -
[power by group through the flow]
stage | clock (mW) | combinational, mW | sequential (mW)
global route | 0 | 0.0937 | 0
CTS | 0 | 0.0702 | 0
finish | 0 | 0.0792 | 0
[stage by stage]
stage                     TNS (ns)  area [um^2]  hold WS (ns)
after floorplan             -0.755          140          1.25
after global placement       -3.59          308          2.10
after detailed placement     -3.68          308          2.12
after CTS                    -1.43          289          1.76
after global routing         -1.43          302          1.77
final                        -1.18          302          1.75
[timing repair]
action,in CTS,in global routing
gates resized,26,5
pin swaps,4,4
cloned,0,0
endpoints found under the setup margin,4,3
[final timing paths]
path / depth (start not counted) / slack, ns / to
setup / recovery: 8 / -0.68 / C_out
hold / removal: 3 / 1.75 / S[0]
Power figures rest on the tool's default switching activity, not on a simulated workload.
